$ cat ./config.mk
export PLATFORM = sky130hd
export DESIGN_NAME = fft_vga_visualizer
export DESIGN_NICKNAME = fft_vga_visualizer
export VERILOG_FILES = /design/flow/design.v
export SDC_FILE = /design/flow/constraint.sdc
export NUM_CORES = 4
export LEC_CHECK = 1
export CORE_UTILIZATION = 30
export SYNTH_MEMORY_MAX_BITS = 65536
$ cat ./constraint.sdc
current_design fft_vga_visualizer

set clk_period 26.8
set clk_io_pct 0.2

create_clock -name clk0 -period $clk_period [get_ports {pixel_clk}]
create_clock -name clk1 -period $clk_period [get_ports {sys_clk}]

set non_clock_inputs [all_inputs -no_clocks]
set_input_delay [expr $clk_period * $clk_io_pct] -clock clk0 $non_clock_inputs
set_output_delay [expr $clk_period * $clk_io_pct] -clock clk0 [all_outputs]
$ cat ./design.v
module fft_vga_visualizer (
    input wire          sys_clk,
    input wire          sys_reset,
    input wire [8:0]    i_fft_addr,      
    input wire [23:0]   i_fft_mag,
    input wire          i_fft_valid,
    input wire          pixel_clk,
    input wire [9:0]    pixel_x,         
    input wire [9:0]    pixel_y,         
    input wire          video_on,
    output reg [9:0]    o_vga_r,
    output reg [9:0]    o_vga_g,
    output reg [9:0]    o_vga_b
);
    parameter MAG_SCALE_SHIFT = 10; 
    localparam SCREEN_HEIGHT = 480;
    localparam H_OFFSET = 10'd64; 
    reg [8:0] video_ram [0:511];
    wire [23:0] shifted_mag;
    wire [8:0]  ram_data_in;
    assign shifted_mag = i_fft_mag >> MAG_SCALE_SHIFT;
    assign ram_data_in = (shifted_mag > SCREEN_HEIGHT) ? 9'd480 : shifted_mag[8:0];
    always @(posedge sys_clk) begin
        if (i_fft_valid) begin
            video_ram[i_fft_addr] <= ram_data_in;
        end
    end
    reg [8:0] bar_height;
    reg       pixel_in_range;
    wire [9:0] read_addr = pixel_x - H_OFFSET;
    always @(posedge pixel_clk) begin
        if (pixel_x >= H_OFFSET && pixel_x < (H_OFFSET + 512)) begin
            bar_height <= video_ram[read_addr[8:0]];
            pixel_in_range <= 1'b1;
        end else begin
            bar_height <= 9'd0;
            pixel_in_range <= 1'b0;
        end
    end
    reg [9:0] pixel_y_d1;
    reg       video_on_d1;
    always @(posedge pixel_clk) begin
        pixel_y_d1  <= pixel_y;
        video_on_d1 <= video_on;
    end
    wire is_bar_pixel;
    assign is_bar_pixel = (pixel_y_d1 >= (SCREEN_HEIGHT - bar_height));
    always @(posedge pixel_clk) begin
        if (!video_on_d1) begin
            o_vga_r <= 10'd0;
            o_vga_g <= 10'd0;
            o_vga_b <= 10'd0;
        end 
        else begin
            if (pixel_in_range && is_bar_pixel) begin
                o_vga_r <= 10'd0; 
                o_vga_g <= 10'd0;
                o_vga_b <= 10'd1023;  
            end 
            else begin
                o_vga_r <= 10'd1023;
                o_vga_g <= 10'd1023;
                o_vga_b <= 10'd1023;
                if (pixel_y_d1 == 479) begin
                    o_vga_r <= 10'd0; o_vga_g <= 10'd0; o_vga_b <= 10'd0; 
                end
            end
        end
    end
endmodule
$ cat ./run.sh
#!/bin/bash
# OpenROAD 26Q1-2900-gdf79404cd8, Yosys 0.63+post, stock flow scripts
make -C /OpenROAD-flow-scripts/flow DESIGN_CONFIG=/design/flow/config.mk WORK_HOME=/design/flow/orfs finish
==> results.toml <==
# generated from flow reports
[die]
placementRows = 283
floorplan_core_area_um2 = 594000
ioPinCount = 88
die_y_um = 774
die_w_um = 774
starting_density_pct = 30.1
chipArea_um2 = 600000

[global_routing]
number_of_antenna_violations_at_the_first_check_in_global_routing = 26
first_global_vias = 94600
grt_start_max_net_pins = 131
global_route.usage.total_pct = 16.3
grt_remaining_overflow = 0
grt_first_pass_wirelength_mm = 659

[logic_synthesis]
post_synth_mux_area_share_pct = 16.5
instance_count_of_the_mapped_netlist = 7980
post_synth.cell_area_avg_um2 = 22.4
ys_seq_elements = 4631
synthTopLogicFamily = "multiplexers"
synth.yosys.num_cells = 7980
yosys.stat.seqShare_pct = 77.6
netlist-cell-type-count = 75
synth.yosys.warnings = 1
yosys.area_share.adder_pct = 0.0909
yosys.area_share.simple_pct = 2.32
ys_sh_xor_pct = 0.0294
synth-edff-count = 4608
ys_async_sr_fraction_pct = 0
ys.flop_type = "sky130_fd_sc_hd__edfxtp_1"
yosys_area_um2 = 179000
synth_area_um2 = 179000
synthAoiAreaFrac_pct = 1.87

[drt]
wl_per_cell_um = 27.6
detailed_routing_iteration_count_for_the_pre_antenna_repair_pass = 8
postRouteAntennaNets = 0
drc = 0
drtIter0Drc = 5760
vias = 83600
via_per_inst = 5.05
routed_wirelength_mm = 457

[timing]
slew-limit-headroom_pct = 28.7
timing.final.max_slew_violations = 0
worst_case_clock_skew_ns = 0.00121
rsz0062_at_grt = "false"
timing_worst_slew_pin_value_ns = 1.07
setup_viol = 0
tns_ns = 0
finalHoldViolations = 0

[cells_and_area]
fillCellCount = 53500
areaGrowthSynthToFinish_pct = 13.9
combGateArea_um2 = 37600
fin_util_pct = 34.3
drive_above_1_share_pct = 26.3
layout.area.seq_um2 = 139000
post_layout_nonfiller_instances = 16600

[placed_design]
numPortBuffers = 75
place.detailed.instances = 15700
dp.final_hpwl_mm = 285
routabilityCongestion = 0.911

[clocking]
postCtsSetupRepairBufs = 0
cts_hold_buf = 0
cts-resized-gates = 0
cts_sinks = 4631
tritoncts_clock_tree = "done"
cts.reportedPaths.clkPinSlew_ns = 0.06

[worst_setup_path]
timing.critical_path.from_type = "input pin"
r2r_setup_slack_ns = 22.25
cp_max_fo = 71
critical_path_required_time_ns = 26.75
worst_path_most_repeated_cell = "sky130_fd_sc_hd__buf_4"
slowest_delay_ns = 0.70
worst_setup_path_end_kind = "flop"
cpMaxStageDelayCell = "sky130_fd_sc_hd__buf_4"
worst-endpoint-arrival_ns = 12.12
start_to_end_type_of_the_worst_setup_path = "in2reg"
crit_path_cell_trace = "buf_16 -> buf_4 -> buf_4 -> buf_4 -> buf_4 -> buf_4 -> buf_4 -> mux4_2 -> a22oi_1 -> nand2_1 -> a22oi_1 -> nor2_1 -> a311oi_1 -> o211ai_1"

[power_and_ir_drop]
irDropWorstVdd_v = 0.0000595
powerDensity_nw_per_um2 = 70.9
power_mw = 14.5
leakagePower_nw = 60.5

[job]
stage_log_warnings = 55
cap_viol_max_count = 0

[hold_path]
hp-class = "reg2reg"

[run_status]
status = "complete, no violations"
-- power breakdown --
part / internal [mW] / switching (mW) / leakage [nW]
logic: 0.144 / 0.303 / 11.6
clock network: 3.45 / 2.68 / 6.90
registers: 7.87 / 0.00495 / 42.0
-- synth_stat cells, types with 14 or more instances --
master	instances	area [um^2]
sky130_fd_sc_hd__nand3_1	49	245
sky130_fd_sc_hd__mux2i_1	119	1190
sky130_fd_sc_hd__dfxtp_1	23	460
sky130_fd_sc_hd__a21oi_1	55	275
sky130_fd_sc_hd__buf_6	47	529
sky130_fd_sc_hd__a221oi_1	38	333
sky130_fd_sc_hd__nor2_1	587	2200
sky130_fd_sc_hd__o22ai_1	73	457
sky130_fd_sc_hd__nor3_1	44	220
sky130_fd_sc_hd__mux4_2	1253	28200
sky130_fd_sc_hd__clkbuf_1	190	713
sky130_fd_sc_hd__a22oi_1	98	736
sky130_fd_sc_hd__nor2b_1	28	175
sky130_fd_sc_hd__nand2b_1	14	87.6
sky130_fd_sc_hd__a211oi_1	37	278
sky130_fd_sc_hd__o21ai_0	25	125
sky130_fd_sc_hd__nand2_1	150	563
sky130_fd_sc_hd__nand4_1	18	113
sky130_fd_sc_hd__buf_4	100	751
sky130_fd_sc_hd__o211ai_1	22	165
sky130_fd_sc_hd__buf_2	122	611
sky130_fd_sc_hd__a22o_1	34	298
sky130_fd_sc_hd__and2_1	21	131
sky130_fd_sc_hd__edfxtp_1	4608	138000
sky130_fd_sc_hd__buf_1	40	150
-- cell usage in the layout, fill, tap and decap left out, types with 86 or more instances in the layout --
cell / instances
sky130_fd_sc_hd__clkbuf_1: 86
sky130_fd_sc_hd__nand2_1: 138
sky130_fd_sc_hd__nor2_1: 583
sky130_fd_sc_hd__clkbuf_16: 443
sky130_fd_sc_hd__mux2i_1: 118
sky130_fd_sc_hd__edfxtp_1: 4608
sky130_fd_sc_hd__clkinv_1: 100
sky130_fd_sc_hd__a22oi_1: 98
sky130_fd_sc_hd__mux4_2: 1253
sky130_fd_sc_hd__buf_4: 320
-- final cells by class --
class                           instances  share of cell area [%]
Timing Repair Buffer                  403                    1.64
Clock inverter                        282                    1.41
Multi-Input combinational cell       2837                    18.4
Tap cell                             7837                    4.81
Antenna cell                           33                  0.0405
Inverter                                9                  0.0202
Clock buffer                          529                    5.59
Sequential cell                      4631                    68.1
-- cells by family after synthesis --
kind of cell / after synthesis
adder cells (fa/ha/maj): 13
buffers and inverters: 512
multiplexers: 1386
AND-OR/OR-AND: 463
AND/OR/NAND/NOR: 969
XOR/XNOR: 6
flip-flops: 4631
-- registers in the layout, indices dropped and copies added (netlist names) --
signal	count
video_ram	4608
pixel_y_d1	10
bar_height	9
o_vga_b	1
o_vga_g	1
pixel_in_range	1
video_on_d1	1
-- path summary, 6_finish.rpt --
check | start | end | cells past startpoint
max | pixel_x[0] | bar_height[0]$_SDFF_PN0_ | 14
min | pixel_in_range$_DFF_P_ | o_vga_b[8]$_SDFF_PN0_ | 2
max in group clk1 | i_fft_mag[22] | video_ram[457][7]$_DFFE_PP_ | 8
max reg2reg | video_ram[147][6]$_DFFE_PP_ | bar_height[6]$_SDFF_PN0_ | 7
min in group clk1 | i_fft_mag[11] | video_ram[36][1]$_DFFE_PP_ | 2
min reg2reg | pixel_in_range$_DFF_P_ | o_vga_b[8]$_SDFF_PN0_ | 2
-- critical path, delay by kind of cell --
family,cells,cell delay (ns)
buf+inv,7,3.91
compound gates,4,1.70
mux,1,0.57
simple gates,2,0.34
-- per-layer routing --
layer  vias to the layer above  GRT usage (%)  part of all wire (%)
li1                      34500              -                     -
met4                        32           5.40                   4.3
met2                      5651           24.3                    46
met1                     42500           16.3                    30
met5                         -           2.32                  0.29
met3                       925           14.2                    19
-- metrics by stage --
stage / instance area (um^2) / setup slack, ns / hold slack [ns]
after floorplan: 179000 / 12.56 / 0.434
after global placement: 190000 / 14.50 / 0.483
after detailed placement: 190000 / 14.31 / 0.486
after CTS: 204000 / 14.56 / 0.493
after global routing: 204000 / 14.01 / 0.516
final: 204000 / 14.63 / 0.487
Power figures rest on the tool's default switching activity, not on a simulated workload.
