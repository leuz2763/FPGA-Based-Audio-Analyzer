--- config.mk ---
export PLATFORM = sky130hd
export DESIGN_NAME = i2s_double_buffer
export DESIGN_NICKNAME = i2s_double_buffer
export VERILOG_FILES = /design/flow/design.v
export SDC_FILE = /design/flow/constraint.sdc
export NUM_CORES = 4
export LEC_CHECK = 1
export CORE_UTILIZATION = 30
export SYNTH_MEMORY_MAX_BITS = 65536
--- constraint.sdc ---
current_design i2s_double_buffer

set clk_period 120.5
set clk_io_pct 0.2

create_clock -name clk0 -period $clk_period [get_ports {clk}]

set non_clock_inputs [all_inputs -no_clocks]
set_input_delay [expr $clk_period * $clk_io_pct] -clock clk0 $non_clock_inputs
set_output_delay [expr $clk_period * $clk_io_pct] -clock clk0 [all_outputs]
--- design.v ---
module i2s_double_buffer #(
    parameter DATA_WIDTH   = 24,
    parameter BUFFER_DEPTH = 512
) (
    input wire                      clk,
    input wire                      reset,  
    input wire                      i_new_sample_valid,  
    input wire [DATA_WIDTH-1:0]     i_sample_data,       
    input wire [$clog2(BUFFER_DEPTH)-1:0] i_fft_read_addr,  
    output wire [DATA_WIDTH-1:0]    o_fft_data_out,  
    output wire                     o_fft_data_ready     
);
    localparam ADDR_WIDTH = $clog2(BUFFER_DEPTH);
    reg [DATA_WIDTH-1:0] buffer_0 [0:BUFFER_DEPTH-1];
    reg [DATA_WIDTH-1:0] buffer_1 [0:BUFFER_DEPTH-1];
    reg [ADDR_WIDTH-1:0] write_addr;        
    reg                  write_buffer_sel;  
    reg                  read_buffer_sel;   
    reg                  o_fft_data_ready_reg;
    always @(posedge clk) begin
        if (reset) begin
            write_addr           <= 0;
            write_buffer_sel     <= 0;
            read_buffer_sel      <= 1;  
            o_fft_data_ready_reg <= 0;
        end else begin
            o_fft_data_ready_reg <= 0;
            if (i_new_sample_valid) begin
                if (write_buffer_sel == 1'b0) begin
                    buffer_0[write_addr] <= i_sample_data;
                end else begin
                    buffer_1[write_addr] <= i_sample_data;
                end
                if (write_addr == BUFFER_DEPTH - 1) begin
                    write_addr           <= 0;                 
                    write_buffer_sel     <= ~write_buffer_sel; 
                    read_buffer_sel      <= write_buffer_sel;    
                    o_fft_data_ready_reg <= 1'b1;               
                end else begin
                    write_addr <= write_addr + 1;
                end
            end
        end
    end
    assign o_fft_data_out = (read_buffer_sel == 1'b0) ? 
                            buffer_0[i_fft_read_addr] : 
                            buffer_1[i_fft_read_addr];
    assign o_fft_data_ready = o_fft_data_ready_reg;
endmodule
--- run.sh ---
#!/bin/bash
# OpenROAD 26Q1-2900-gdf79404cd8, Yosys 0.63+post, stock flow scripts
make -C /OpenROAD-flow-scripts/flow DESIGN_CONFIG=/design/flow/config.mk WORK_HOME=/design/flow/orfs finish
==> run summary <==
Relative slew margins - -6.895%
Clock Tree Root - clkbuf_16
Final Instance Area - 1,095,000 um2
NetSw - 4.040 mW
# DRC - 0
Wirelength per Cell - 35.13 um
RSZ-0062 raised after global routing - false
Worst EP arrival - 35.01 ns
clk latency late pin - 1.75 ns
Max Fclk - 16.92 MHz
dpl ws - 61.35 ns
Sw Share - 22.53%
clock sinks - 24,590
FF-to-FF setup slack - 115.98 ns
post-route ant nets - 0
top flop regs - buffer_0: 12288 flops, buffer_1: 12288 flops, write_addr: 9 flops
vias in the first global route - 509,600
largest net degree at the start of global routing - 120
Top Metal Used - met5
tool warnings - 73
status - complete, but fails checks
met1 wire length - 829,100 um
GPL Wtd Cong - 0.9333
sequential area share after synthesis - 78.20%
Cell Type Count - 101
CP endpoint kind - primary output
Layout area overhead - 15.98%
endpoints failing hold - 0
fraction of layout cells with a size suffix above 1 - 28.47%
Final Setup Violations - 0
P_int - 13.89 mW
cts hold-fix bufs - 0
antenna violations before repair - 332
Initial Util - 30.06%
post-layout period usage of the worst path - 49.05%
Required @ worst endpoint - 96.40 ns
die height - 1776 um
Layout Skew - 0.1376 ns
Max Cap Viol - 6
Critical Path Fanout Max - 53
DP Wirelength - 1,995,000 um
post-synthesis instance area - 944,000 um2
Post-CTS Setup Bufs - 0
clock slew at reported path FFs - 0.06 ns
Final Max Slew Viols - 52
final worst setup slack - 61.39 ns
Core Area - 3,140,000 um2
Rows - 651
Synth async-reset ratio - 0%
CTS tree - built
Gate power share - 5.6%
failing checks - capacitance limit, slew limit
most frequent cells in the layout - 24,580 x edfxtp_1, 5,354 x mux4_2, 3,262 x buf_4, 2,525 x clkbuf_16, 2,405 x mux2i_1
first-pass GRT wire length - 4,282,000 um
Worst-Margin Slew - 1.603 ns
sequential share of power - 52.5%
Clk pwr share - 41.9%
Synthesized registers - 24,590
post-route setup TNS - 0 ns
EDFF count, synth - 24,580
CTS Buf Count - 2,504
pwr/cell area - 16.37 nW/um2
Syn Area/Cell - 22.24 um2
Final Core Density - 34.87%
routed wire length - 3,173,000 um
Die ar. - 3,154,000 um2
WS Path Type - input port to primary output
VDD IR max - 0.00001995 V
WL met2 - 1,360,000 um
Post-CTS Resized - 0
Area after DPL - 1,015,000 um2
metal3 WL - 752,800 um
H-tree levels - 8
global route overflow - 0
Die W - 1776 um
vias per cell - 5.237
min cycle time layout - 59.11 ns
Hold Path Class - flip-flop to flip-flop
Yosys warning count - 1
GRT Total Usage - 21.35%
vias - 473,100
IO buf count - 60
crit start category - input port
drt initial violations - 36,000
Max clock buf depth - 6
yosys cell count - 42,450
total leakage power - 337.5 nW
most numerous logic cell after layout - edfxtp_1
Synth Instances - 42,450
Synth Flop Type - edfxtp_1
Pre-antenna DRT Iters - 8
yosys synthesis chip area - 944,000 um2
I/O pins - 61
## stage by stage
step                power (mW)  hold slack, ns  std cells
floorplan                10.03          0.4909      42450
global placement         10.56          0.4787      85070
detailed placement       10.57          0.4847      85090
CTS                      17.98          0.4925      89580
global route             18.34          0.5155      90080
finish                   17.93          0.4887      90330
## routing by layer
layer	vias to the layer above	global-route usage, %
met5	-	7.598
met4	480	10.72
met3	6500	22.92
met1	238300	18.61
li1	188600	-
met2	39260	28.93
## critical path: stages
cell,delay (ns)
buf_16,0.35
buf_4,0.49
buf_4,0.64
buf_4,0.47
buf_4,0.50
buf_4,0.63
buf_4,0.57
buf_4,0.62
buf_4,0.55
buf_4,0.62
buf_4,0.55
mux4_2,0.61
o22ai_1,0.20
nor3_1,0.12
nor3_2,0.72
buf_4,0.25
or4_1,0.71
a41oi_1,0.23
or4_1,0.99
buf_4,0.32
clkdlybuf4s50_1,0.51
## synthesized netlist by cell type (17+ instances only)
library cell      n  area share, %
o21ai_0         430           0.23
a21oi_1         723           0.38
a31oi_1          91          0.060
and2_1           40          0.027
mux2i_1        2405            2.6
mux4_2         5354             13
mux2_2           74          0.088
nand3_1         254           0.13
a311oi_1         64          0.059
buf_1           124          0.049
nor2b_1          32          0.021
o31ai_1          38          0.030
a221oi_1         95          0.088
nor4_1          115          0.076
or3_1            29          0.019
nand4_1          93          0.062
mux4_1           30          0.084
buf_12           20          0.042
o221ai_1        667           0.62
a32oi_1          28          0.026
o22ai_1         809           0.54
nor3_1          323           0.17
nor2_1         1322           0.53
nand2_1         965           0.38
buf_2           704           0.37
buf_4           400           0.32
clkbuf_1        788           0.31
o2111ai_1        17          0.016
or4_1            28          0.022
o22a_1           19          0.018
a2111oi_0        40          0.037
o32ai_1          17          0.016
a211o_1          19          0.018
a22o_1           50          0.046
and3_1           71          0.047
a22oi_1         619           0.49
o211ai_1         74          0.059
a211oi_1         94          0.075
nand2b_1         33          0.022
buf_6           427           0.51
buf_8           101           0.16
edfxtp_1      24580             78
## final cells by class
cell class / instances / area [um2]
clock inverter: 1367 / 12810
inverter: 13 / 103.9
multi-input combinational: 15280 / 197000
clock buffer: 3120 / 65420
antenna: 752 / 1882
tap: 41790 / 52290
timing repair buffer: 3420 / 27130
sequential: 24590 / 738200
fill: 284700 / 2045000
## power by group through the flow
stage	combinational [mW]	clock, mW	sequential, mW
after CTS	0.981	7.58	9.41
after global routing	1.04	7.89	9.40
final	1.00	7.51	9.41
## final timing paths
check / from / end / cells after the start
min reg2reg: read_buffer_sel / read_buffer_sel / 2
max: i_fft_read_addr[0] / o_fft_data_out[10] / 21
min: read_buffer_sel / read_buffer_sel / 2
max reg2reg: write_buffer_sel / buffer_0[38][10] / 7
## cells by family (layout without fill, tap and decap cells)
kind of cell             Yosys count  in the layout  share of synthesized area [%]
other                              0            752                              0
AND-OR/OR-AND                   4008           4008                          2.915
XOR/XNOR                           7              7                       0.006495
flip-flops                     24590          24590                          78.20
multiplexers                    7863           7863                          15.50
adder cells (fa/ha/maj)            5              5                       0.006627
AND/OR/NAND/NOR                 3395           3395                          1.593
buffers and inverters           2588           7920                          1.781
Power figures rest on the tool's default switching activity, not on a simulated workload.
